$ cat flow/config.mk
export PLATFORM = sky130hd
export DESIGN_NAME = imp_digitalClock
export DESIGN_NICKNAME = imp_digitalClock
export VERILOG_FILES = /design/flow/design.v
export SDC_FILE = /design/flow/constraint.sdc
export NUM_CORES = 4
export LEC_CHECK = 1
export CORE_UTILIZATION = 40
export SYNTH_HDL_FRONTEND = slang
$ cat flow/constraint.sdc
current_design imp_digitalClock

set clk_period 4.9
set clk_io_pct 0.2

create_clock -name clk0 -period $clk_period [get_ports {CLK100MHZ}]

set non_clock_inputs [all_inputs -no_clocks]
set_input_delay [expr $clk_period * $clk_io_pct] -clock clk0 $non_clock_inputs
set_output_delay [expr $clk_period * $clk_io_pct] -clock clk0 [all_outputs]
$ cat flow/design.v
module imp_digitalClock (
    input wire CLK100MHZ,   
    input wire CPU_RESETN,
    output wire CA,
    CB,
    CC,
    CD,
    CE,
    CF,
    CG,
    DP,
    output wire [7:0] AN,
    output wire [2:0] LED,
    input wire [15:0] SW,
    input wire BTNC
);
  logic reset_n;
  logic clk;
  assign reset_n = CPU_RESETN;
  assign clk = CLK100MHZ;
  logic [6:0] Seg;
  logic [3:0] digits[0:7];
  logic [7:0] q1;
  logic result;
  logic [6:0] hsec;
  logic [5:0] sec;
  logic [5:0] min;
  logic minClk,secClk,hsecClk;
  digitalClock implementation (
      .clk(clk),
      .rst_n(reset_n),
      .en(SW[0]),
      .hsec(hsec),
      .sec(sec),
      .min(min),
      .hsecClk(hsecClk),
      .secClk(secClk),
      .minClk(minClk)
  );
  assign LED[0] = hsecClk;
  assign LED[1] = secClk;
  assign LED[2] = minClk;
  assign digits[0] = hsec[3:0];
  assign digits[1] = {1'b0, hsec[6:4]};
  assign digits[2] = sec[3:0];
  assign digits[3] = {2'b00, sec[5:4]};
  assign digits[4] = min[3:0];
  assign digits[5] = {2'b00, min[5:4]};
  sev_seg_controller ssc (
      .clk(clk),
      .resetn(reset_n),
      .digits(digits),
      .Seg(Seg),
      .AN(AN)
  );
  assign {CG, CF, CE, CD, CC, CB, CA} = Seg;
  assign DP = 1'b1;   
endmodule
module counter_nhz #(
    parameter divider,
    parameter count
) (
    clk,
    rst_n,
    en,
    clkOut,
    q
);
  localparam N = divider;
  localparam width = $clog2(N);
  localparam c = count;
  input clk,rst_n,en,clkOut;
  output logic [width-1:0] q;
  modN_clk #(
      .n(divider)
  ) clk_1MH (
      .clk(clk),
      .en(en),
      .rst_n(rst_n),
      .clk_out(clkOut)
  );
  modN_counter #(c) slowed_counter (
      .clk(clkOut),
      .rst_n(rst_n),
      .en(en),
      .q(q)
  );
endmodule
module digitalClock (
    input clk,
    input rst_n,
    input en,
    output [6:0] hsec,
    output [5:0] sec,
    output [5:0] min,
    output hsecClk,
    output secClk,
    output minClk
);
logic clk1,clk2;
  counter_nhz #(
      .divider(500_000),
      .count  (60)
  ) hsec_counter (
      .clk(clk),
      .rst_n(rst_n),
      .en(en),
      .q(hsec),
      .clkOut(clk1)
  );
  counter_nhz #(
      .divider(50),
      .count  (60)
  ) sec_counter (
      .clk(hsecClk),
      .rst_n(rst_n),
      .en(en),
      .q(sec),
      .clkOut(clk2)
  );
  counter_nhz #(
      .divider(30),
      .count  (60)
  ) min_counter (
      .clk(secClk),
      .rst_n(rst_n),
      .en(en),
      .q(min),
      .clkOut(minClk)
  );
assign hsecClk = clk1;
assign secClk = clk2;
endmodule
module modN_clk #(
    parameter n = 100
) (
    input clk,
    input en,
    input rst_n,
    output logic clk_out
);
  localparam N = n;
  localparam width = $clog2(N);
  logic [width-1:0] count;
  modN_counter #(
      .n(N)
  ) q (
      .clk(clk),
      .rst_n(rst_n),
      .en(en),
      .q(count)
  );
  always @(posedge clk, negedge rst_n) begin
    if (~rst_n) begin
      clk_out <= 1'b0;
    end else begin
      if (count == 0) begin
        clk_out = ~clk_out;
      end
    end
  end
endmodule
module modN_counter #(
    parameter n = 100
) (
    clk,
    rst_n,
    en,
    q
);
  localparam N = n;
  localparam width = $clog2(N);
  input clk, rst_n, en;
  output logic [width-1:0] q;
  always @(posedge clk, negedge rst_n) begin
    if (~rst_n) q <= 0;
    else begin
      if (q == N) q <= 0;
      else if (en) q <= q + 1;
    end
  end
endmodule
module counter_n_bit#(
    parameter n
)(
    input logic clk,
    input logic resetn,
    input logic load,
    input logic en,
    input logic [n - 1: 0] load_data,
    output logic [n - 1: 0] count
);
    always_ff @(posedge clk) begin 
        if(~resetn) count <= 0;
        else begin 
            if(load) count <= load_data;
            else if(en) count <= count + 1;
        end
    end
endmodule : counter_n_bit
module decoder#(
    parameter n = 2
)(
    input logic [n-1:0]in,
    output logic [(1 << n) - 1: 0]out
);
    assign out = (1 << in);
endmodule : decoder
module sev_seg_controller #(
    parameter display_speed = 20
)(
    input logic clk,
    input logic resetn,
    input logic [3:0] digits [0:7],       
    output logic  [6:0] Seg,        
    output logic  [7:0] AN
);
    logic [display_speed - 1:0] count;
    seven_seg_decoder ssd(
        .bin(digits[count[display_speed - 1:display_speed - 3]]),
        .seg(Seg)
    );
    wire [7:0] decoder_out;
    decoder #(
        .n(3)
    ) decoder_inst (
        .in(count[display_speed - 1:display_speed - 3]),
        .out(decoder_out)
    );
    assign AN = ~decoder_out;
    counter_n_bit #(
        .n(display_speed)
    ) counter (
        .clk(clk),
        .resetn(resetn),
        .load(1'b0),
        .en(1'b1),
        .load_data(),
        .count(count)
    );
endmodule
module seven_seg_decoder(
    input  wire [3:0] bin,       
    output reg  [6:0] seg        
);
    assign seg[0] = ((~bin[1]&bin[0]&~bin[3]&~bin[2])|(~bin[1]&~bin[0]&~bin[3]&bin[2])|(~bin[1]&bin[0]&bin[3]&bin[2])|(bin[1]&bin[0]&bin[3]&~bin[2])); 
    assign seg[1] =((bin[1]&~bin[0]&bin[2])|(bin[1]&bin[3]&bin[0])|(~bin[0]&bin[3]&bin[2])|(~bin[1]&bin[0]&~bin[3]&bin[2])); 
    assign seg[2] =((bin[1]&bin[3]&bin[2])|(~bin[0]&bin[3]&bin[2])|(bin[1]&~bin[0]&~bin[3]&~bin[2])); 
    assign seg[3] =((bin[1]&bin[0]&bin[2])|(~bin[1]&bin[0]&~bin[3]&~bin[2])|(~bin[1]&~bin[0]&~bin[3]&bin[2])|(bin[1]&~bin[0]&bin[3]&~bin[2])); 
    assign seg[4] =((bin[0]&~bin[3])|(~bin[1]&~bin[3]&bin[2])|(~bin[1]&bin[0]&~bin[2])); 
    assign seg[5] =((bin[0]&~bin[3]&~bin[2])|(bin[1]&~bin[3]&~bin[2])|(bin[1]&bin[0]&~bin[3])|(~bin[1]&bin[0]&bin[3]&bin[2])); 
    assign seg[6] =((~bin[1]&~bin[3]&~bin[2])|(bin[1]&bin[0]&~bin[3]&bin[2])|(~bin[1]&~bin[0]&bin[3]&bin[2])); 
endmodule
$ cat flow/run.sh
#!/bin/bash
# OpenROAD 26Q1-2900-gdf79404cd8, Yosys 0.63+post, stock flow scripts
make -C /OpenROAD-flow-scripts/flow DESIGN_CONFIG=/design/flow/config.mk WORK_HOME=/design/flow/orfs finish
==> flow_metrics.tcl <==
# collected from the flow reports
set metrics [dict create \
    status "completed" \
    cts_hold_buffers 0 \
    drc 0 \
    synth-async-reset-ratio 0.7183 \
    antenna_found_initial 0 \
    drive_above_1_share 0.04106 \
    drv_cap 0 \
    unconstrained_endpoints 33 \
    synthDistinctLibCells 48 \
    cp.required_ps 3920 \
    core_mm2 0.009240 \
    die_height_um 99.74 \
    hold_depth 1 \
    clockBufferDepth 2 \
    vias 2762 \
    top_cell_area_share 0.3340 \
    ios 38 \
    timing.final.crit_share 0.8198 \
    die_area_mm2 0.009948 \
    setup_viol 0 \
    place_hpwl_um 4460 \
    grt_pass1_wl_um 11340 \
    routabilityCongestion 0.8275 \
    diodes 0 \
    grt_pass1_vias 2500 \
    critPathMaxFanout 15 \
    drt_iter0_drc 117 \
    wire_per_inst_um 11.61 \
    viasPerCell 5.087 \
    criticalPathCategory "reg2out" \
    cts_setup_buffers 0 \
    hold_viol_final 0 \
    ys_chip_area_mm2 0.003821 \
    port_buffers 20 \
    htree_levels 2 \
    yosys_warnings 8 \
    drt_wl_total_um 6302 \
    min_path_type "reg2reg" \
    rr_endpoint "implementation.hsec_counter.clk_1MH.q.q[11]" \
    syn_inst 402 \
    hold_end "ssc.counter.count[0]" \
    regToRegSetupSlack_ps 2650 \
    grt-ovfl-total 0 \
    cts_buffers 5 \
    final_cells 543 \
    crit_chain "mux4_2 -> mux2i_1 -> nand4_1 -> o211ai_1 -> clkdlybuf4s50_1" \
    unclocked_regs 31 \
    crit_arrival_ps 3040 \
    dp.cells 535 \
    fp_util 0.4135 \
    min_from "ssc.counter.count[0]" \
    tightest_slew_ps 846.4 \
    yosys-top-cells-area "dfrtp_1 33%, dfxtp_1 10%, xnor2_1 7.3%, ha_1 4.9%, xor2_1 4.8%" \
    cp-end-kind "output pin" \
    yosysSeqAreaShare 0.4388 \
    maxSlewHeadroom 0.4196 \
    num_rows 35 \
    cts_root_buffer "clkbuf_8" \
    clkLatencyLatePin_ps 290 \
    dieWidth_um 99.74 \
    dr.pass1.iters 5 \
    grt_max_degree 43 \
    critPathSlowestCell "dfxtp_1" \
    syn-cell-area_mm2 0.003821 \
    rsz0062_at_grt "no" \
    avgSynthCellArea_um2 9.505 \
    antenna_left 0 \
    layout_min_cycle_time_ps 4017 \
    n_fill_cell 865 \
    post_cts_resized 0 \
    largest_area_cell "dfrtp_1" \
    track_usage 0.1406 \
    power.density_mw_per_mm2 172.1 \
    cts.clk_slew.worst_paths_ps 80 \
    r2r_start "implementation.hsec_counter.clk_1MH.q.q[0]" \
    skew_ps 7.056 \
    power.leakage_nw 1.702 \
    ys.flop_type "dfrtp_1" \
    cp-start-kind "flop" \
    cp_slowest_stage_delay_ps 690 \
    ff2ff_path_depth 7 \
    ir_drop_mv 0.1265 \
    drv_slew 0 \
    cts_tree "built" \
    warnings 49 \
    edf_count 0 \
    ys_ff 71 \
    clock.fmax_ghz 0.2489 \
    ys_cells 402 \
    setup_tns_ps 0 \
    whs_ps 480.0 \
    syn2layout_area_growth_pct 9.528 \
]
state kept, by name, summed over array words and instances (netlist names):
name	flops
implementation.sec_counter.clk_1MH.clk_out	1
implementation.min_counter.clk_1MH.q.q	5
implementation.hsec_counter.clk_1MH.clk_out	1
implementation.hsec_counter.slowed_counter.q	6
implementation.min_counter.slowed_counter.q	6
ssc.counter.count	20
implementation.sec_counter.clk_1MH.q.q	6
implementation.hsec_counter.clk_1MH.q.q	19
implementation.min_counter.clk_1MH.clk_out	1
implementation.sec_counter.slowed_counter.q	6
kinds of logic after synthesis:
logic type                 after synthesis  synth area share
muxes                                    9           0.02718
AOI/OAI and AO/OA                       42           0.07072
DFF                                     71            0.4388
xor gates and xnor gates                53            0.1215
other                                    1         0.0009814
and+or+nand+nor                        176            0.2462
adders and majority gates               16           0.05174
buffers and inverters                   34           0.04289
synthesized netlist by cell type (6+ instances only):
library cell  instances
xnor2_1              32
clkbuf_1              6
xor2_1               21
nand3_1              19
and2_1               20
nor2_1               35
dfrtp_1              51
o21ai_0              13
nor3_1               11
nand2_1              29
mux2i_1               7
o211ai_1              6
dfxtp_1              20
ha_1                 15
nand4_1              26
o31ai_1               9
inv_1                15
layer usage:
layer / global-route usage / routed length, um / vias to the layer above
met5: 0 / 0 / -
met4: 0.01018 / 53 / 0
met3: 0.02001 / 205 / 7
met2: 0.2175 / 2799 / 45
met1: 0.2265 / 3243 / 1295
li1: - / - / 1415
placed cells by master, fill, tap and decap left out, types with 19 or more instances in the layout:
cell type / count
dfrtp_1: 51
nor2_1: 35
xnor2_1: 32
nand2_1: 29
nand4_1: 26
xor2_1: 21
and2_1: 20
dfxtp_1: 20
nand3_1: 19
clkdlybuf4s50_1: 19
worst max-delay path: cells and delay by family (launching register included):
kind	cells	cell delay, ps
muxes	2	1220
AOI/OAI and AO/OA	1	140
buffers and inverters	1	480
and+or+nand+nor	1	220
DFF	1	690
stage by stage:
step / util / setup slack, ps / cell area (um^2) / total power [W]
5_1_grt: 0.4529 / 557.1 / 4185 / 0.0007669
4_1_cts: 0.4529 / 881.6 / 4185 / 0.0007286
3_5_place_dp: 0.4429 / 1193 / 4093 / 0.0005034
3_3_place_gp: 0.4429 / 1272 / 4093 / 0.0005013
2_1_floorplan: - / 2222 / 3821 / 0.0004695
6_report: 0.4529 / 883.1 / 4185 / 0.0007201
worst max-delay path by stage:
stage     end                  start  slack [ps]
4_1_cts    CA  ssc.counter.count[17]         880
5_1_grt    CA  ssc.counter.count[17]         560
6_report   CA  ssc.counter.count[17]         880
power by group:
part / switching [W] / total [W] / leakage [nW] / internal, W
Sequential: 0.0000434 / 0.000401 / 0.802 / 0.000357
Clock: 0.000113 / 0.000225 / 0.0510 / 0.000112
Combinational: 0.0000487 / 0.0000942 / 0.849 / 0.0000455
cell type report:
class,count,area (um^2),area share
clock buffer,6,82.58,0.01973
clock inverter,2,10.01,0.002392
inverter,15,56.30,0.01345
multi-input combinational,297,1981,0.4732
sequential,71,1677,0.4006
tap,129,161.4,0.03857
timing repair buffer,23,217.7,0.05202
Power figures rest on the tool's default switching activity, not on a simulated workload.
