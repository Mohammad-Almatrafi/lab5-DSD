$ cat config.mk
export PLATFORM = sky130hd
export DESIGN_NAME = imp_shift
export DESIGN_NICKNAME = imp_shift
export VERILOG_FILES = /design/flow/design.v
export SDC_FILE = /design/flow/constraint.sdc
export NUM_CORES = 4
export LEC_CHECK = 1
export CORE_AREA = 10 10 90 90
export DIE_AREA = 0 0 100 100
export SYNTH_HDL_FRONTEND = slang
$ cat constraint.sdc
current_design imp_shift

set clk_period 1.7
set clk_io_pct 0.2

create_clock -name clk0 -period $clk_period [get_ports {BTNC}]
create_clock -name clk1 -period $clk_period [get_ports {CLK100MHZ}]

set non_clock_inputs [all_inputs -no_clocks]
set_input_delay [expr $clk_period * $clk_io_pct] -clock clk0 $non_clock_inputs
set_output_delay [expr $clk_period * $clk_io_pct] -clock clk0 [all_outputs]
$ cat run.sh
#!/bin/bash
# OpenROAD 26Q1-2900-gdf79404cd8, Yosys 0.63+post, stock flow scripts
make -C /OpenROAD-flow-scripts/flow DESIGN_CONFIG=/design/flow/config.mk WORK_HOME=/design/flow/orfs finish
$ cat design.v
module imp_shift (
    input wire CLK100MHZ,   
    input wire CPU_RESETN,
    output wire CA,
    CB,
    CC,
    CD,
    CE,
    CF,
    CG,
    DP,
    output wire [7:0] AN,
    input wire [15:0] SW,
    output wire [7:0] LED,
    input wire BTNC
);
  logic reset_n;
  logic clk;
  assign reset_n = CPU_RESETN;
  assign clk = CLK100MHZ;
  wire [ 6:0] Seg;
  wire [ 3:0] digits [0:7];
  wire [7:0] q;
  shift_reg DUT (
      .clk(BTNC),
      .rst_n(reset_n),
      .Control_bit(SW[0]),
      .Serial_in(SW[1]),
      .q(q)
  );
  assign digits[0] = 4'b1111;
  assign digits[1] = 4'b1111;
  assign digits[2] = 4'b1111;
  assign digits[3] = 4'b1111;
  assign digits[4] = 4'b1111;
  assign digits[5] = 4'b1111;
  assign digits[6] = 4'b1111;
  assign digits[7] = 4'b1111;
    assign LED = q;
  sev_seg_controller ssc (
      .clk(clk),
      .resetn(reset_n),
      .digits(digits),
      .Seg(Seg),
      .AN(AN)
  );
  assign {CG, CF, CE, CD, CC, CB, CA} = Seg;
  assign DP = 1'b1;   
endmodule
module counter_n_bit#(
    parameter n
)(
    input logic clk,
    input logic resetn,
    input logic load,
    input logic en,
    input logic [n - 1: 0] load_data,
    output logic [n - 1: 0] count
);
    always_ff @(posedge clk) begin 
        if(~resetn) count <= 0;
        else begin 
            if(load) count <= load_data;
            else if(en) count <= count + 1;
        end
    end
endmodule : counter_n_bit
module decoder#(
    parameter n = 2
)(
    input logic [n-1:0]in,
    output logic [(1 << n) - 1: 0]out
);
    assign out = (1 << in);
endmodule : decoder
module sev_seg_controller #(
    parameter display_speed = 20
)(
    input logic clk,
    input logic resetn,
    input logic [3:0] digits [0:7],       
    output logic  [6:0] Seg,        
    output logic  [7:0] AN
);
    logic [display_speed - 1:0] count;
    seven_seg_decoder ssd(
        .bin(digits[count[display_speed - 1:display_speed - 3]]),
        .seg(Seg)
    );
    wire [7:0] decoder_out;
    decoder #(
        .n(3)
    ) decoder_inst (
        .in(count[display_speed - 1:display_speed - 3]),
        .out(decoder_out)
    );
    assign AN = ~decoder_out;
    counter_n_bit #(
        .n(display_speed)
    ) counter (
        .clk(clk),
        .resetn(resetn),
        .load(1'b0),
        .en(1'b1),
        .load_data(),
        .count(count)
    );
endmodule
module seven_seg_decoder(
    input  wire [3:0] bin,       
    output reg  [6:0] seg        
);
    assign seg[0] = ((~bin[1]&bin[0]&~bin[3]&~bin[2])|(~bin[1]&~bin[0]&~bin[3]&bin[2])|(~bin[1]&bin[0]&bin[3]&bin[2])|(bin[1]&bin[0]&bin[3]&~bin[2])); 
    assign seg[1] =((bin[1]&~bin[0]&bin[2])|(bin[1]&bin[3]&bin[0])|(~bin[0]&bin[3]&bin[2])|(~bin[1]&bin[0]&~bin[3]&bin[2])); 
    assign seg[2] =((bin[1]&bin[3]&bin[2])|(~bin[0]&bin[3]&bin[2])|(bin[1]&~bin[0]&~bin[3]&~bin[2])); 
    assign seg[3] =((bin[1]&bin[0]&bin[2])|(~bin[1]&bin[0]&~bin[3]&~bin[2])|(~bin[1]&~bin[0]&~bin[3]&bin[2])|(bin[1]&~bin[0]&bin[3]&~bin[2])); 
    assign seg[4] =((bin[0]&~bin[3])|(~bin[1]&~bin[3]&bin[2])|(~bin[1]&bin[0]&~bin[2])); 
    assign seg[5] =((bin[0]&~bin[3]&~bin[2])|(bin[1]&~bin[3]&~bin[2])|(bin[1]&bin[0]&~bin[3])|(~bin[1]&bin[0]&bin[3]&bin[2])); 
    assign seg[6] =((~bin[1]&~bin[3]&~bin[2])|(bin[1]&bin[0]&~bin[3]&bin[2])|(~bin[1]&~bin[0]&bin[3]&bin[2])); 
endmodule
module shift_reg (
    input logic clk,
    input logic rst_n,
    input logic Control_bit,
    input logic Serial_in,
    output logic [7:0] q
);
  always @(posedge clk, negedge rst_n) begin
    if (~rst_n) q <= 0;
    else begin
      if (Control_bit) q <= q << 1 | Serial_in;
      else q <= q;
    end
  end
endmodule
==> flow.log <==
[metrics] run summary
INFO  metric mux_cell_area_share_after_synthesis = around 7%
INFO  metric post_route_setup_slack = about 54 ps
INFO  metric tool_warnings = 41
INFO  metric setup.reg_to_reg.worst_slack = around 60 ps
INFO  metric top_level_ports = about 43
INFO  metric yosys_cells = between 100 and 150
INFO  metric yosys_area = ~1300 um^2
INFO  metric ys.warnings.count = 0
INFO  metric number_of_antenna_diodes = 0
INFO  metric vdd.ir_drop.worst = between 0.0006 and 0.0007 V
INFO  metric drt_drc_violations_left = 0
INFO  metric first_pass_grt_wire_length = around 4.4 mm
INFO  metric postSynthCellCount = 135
INFO  metric critical_path.endpoint_type = output pin
INFO  metric synth-async-reset-ratio = approximately 29%
INFO  metric num-fill-cells = between 600 and 700
INFO  metric grt_overflow_total = 0
INFO  metric design.core.area = roughly 6300 um^2
INFO  metric layout-drive-gt1-share = 28.32%
INFO  metric route.detailed.vias_per_inst = about 4
INFO  metric synth-simple-area-share = between 20% and 30%
INFO  metric synth_area_per_cell = approximately 9.5 um^2
INFO  metric io_buffer_count = 19
INFO  metric drt_pass1_iterations = 4
INFO  metric drv.max_cap_violation_count = 0
INFO  metric hold_ws = approximately 440 ps
INFO  metric grt.total_usage = just over 5%
INFO  metric timing.hold.worst.class = in2async
INFO  metric wirelength = ~2.6 mm
INFO  metric worst-r2r-cell-count = 5
INFO  metric p_leak = roughly 0.66 nW
INFO  metric finalSetupViolCount = 0
INFO  metric dominantRegCellSynth = sky130_fd_sc_hd__dfxtp_1
INFO  metric pin_count_of_the_biggest_net_entering_global_routing = 20
INFO  metric dp_worst_setup_slack = 18.96 ps
INFO  metric ys_ff = 28
INFO  metric grt_antenna_before_repair = 0
INFO  metric row_count = 29
INFO  metric synth_area = roughly 1300 um^2
INFO  metric crit_end = AN[2]
INFO  metric floorplanUtilization = 20.51%
INFO  metric final_max_slew_viol_count = 0
INFO  metric finClkSkew = between 0.9 and 1 ps
INFO  metric post-route-util = about 28%
INFO  metric worst-path-max-fanout = 5
INFO  metric cp-startpoint = ssc.counter.count[18]
INFO  metric average_detailed_routed_wire_length_per_instance = 10.25 um
INFO  metric synthDistinctLibCells = 32
INFO  metric hold_viol = 0
INFO  metric timing.critical_path.required = ~1400 ps
INFO  metric tritoncts_num_sinks = 28
INFO  metric reg2reg_from = ssc.counter.count[1]
INFO  metric rsz0062_at_grt = true
INFO  metric critical_path.reg2reg.endpoint = ssc.counter.count[18]
INFO  metric hpwlAfterDp = around 1.9 mm
INFO  metric enable_flop_cells = 0
INFO  metric ys_sh_adder = less than 1%
INFO  metric die_outline_area = around 10000 um^2
INFO  metric layout.cells.most_common = sky130_fd_sc_hd__buf_4
INFO  metric pwr_density_cell = between 800 and 900 nW/um^2
INFO  metric initialDrtViolationCount = 35
INFO  metric arrival = 1310 ps
INFO  metric area.growth.synth_to_final = 38.87%
INFO  metric synth_sequential_area_ratio = 46.65%
INFO  metric crit_path_start_kind = flip-flop
INFO  metric final_antenna_net_count = 0
INFO  metric tritoncts_clock_tree = yes
INFO  metric num_vias = 1012
INFO  metric netlist_logic_family_top = simple AND/OR/NAND/NOR gates
INFO  metric layout_top_cells = sky130_fd_sc_hd__buf_4 (17), sky130_fd_sc_hd__clkdlybuf4s50_1 (15), sky130_fd_sc_hd__dfxtp_1 (15)
INFO  metric run_status = finished, final reports clean
INFO  metric grt_pass1_vias = approximately 1.0k
INFO  metric die-width = around 100 um
INFO  metric xor_xnor_share_of_the_synthesized_area = under 10%
INFO  metric synthAoiAreaFrac = under 10%
INFO  metric fp.dieH = around 100 um
INFO  metric path_clk_slew = 70 ps
INFO  metric crit_type = reg2out
INFO  metric gpl.final_weighted_congestion = ~0.73
INFO  metric totalPowerFinal = between 1.5 and 2 mW
worst max-delay path: stages (launching register included):
cell and delay [ps]:
sky130_fd_sc_hd__dfxtp_2 360, sky130_fd_sc_hd__or3b_2 440, sky130_fd_sc_hd__dlygate4sd2_1 250
state kept, by name, summed over array words and instances, names as in the netlist:
signal	count
DUT.q	8
ssc.counter.count	20
layer usage:
metal / vias to the layer above / wire length, um / share of wire, % / track usage [%]
met3: 5 / 313 / 12 / 3.470
met4: 0 / 32 / 1.2 / 0.6522
met1: 446 / 1192 / 47 / 6.328
met5: - / 0 / 0 / 0
li1: 533 / - / - / -
met2: 28 / 1023 / 40 / 7.367
worst min path at each step:
| stage | startpoint | endpoint | slack, ps | depth (start not counted) |
|---|---|---|---|---|
| 4_1_cts | CPU_RESETN | DUT.q[4] | 440 | 2 |
| 5_1_grt | CPU_RESETN | DUT.q[4] | 450 | 2 |
| 6_report | CPU_RESETN | DUT.q[3] | 440 | 2 |
synth_stat cells, drive strengths merged, types with 3 or more instances:
cell type	n	area [um^2]
clkbuf	5	18.77
or3	8	51.30
mux2	8	90.09
xor2	5	43.79
and4	3	27.53
nor2	12	45.04
nand3	6	35.03
o21ai	7	35.03
nand2	7	26.28
buf	8	60.06
nand4	6	43.79
dfrtp	8	200.2
a21oi	8	40.04
xnor2	5	43.79
dfxtp	20	400.4
where the power goes:
group,switching (mW),leakage [nW],internal [mW]
Combinational,0.0454,0.348,0.143
Sequential,0.0395,0.258,0.718
Clock,0.220,0.0503,0.359
repair_timing:
action                                  in CTS  in global routing
hold buffers                                 0                  0
pin swaps                                    1                  4
gates resized                                8                  5
setup buffers                                2                  1
endpoints found under the setup margin       7                  6
per-stage QoR:
stage / cell area, um^2 / setup TNS (ps) / std cells
final: 1788 / 0 / 250
after global routing: 1788 / -55.81 / 250
after CTS: 1759 / 0 / 249
after detailed placement: 1648 / 0 / 240
after global placement: 1648 / 0 / 240
after floorplan: 1320 / 0 / 141
cell families (layout without fill, tap and decap cells):
kind of cell	count (synthesis)	in the layout
compound gates	16	16
buf+inv	16	48
other cells	2	8
fa+ha+maj	1	1
flops	28	28
simple gates	54	54
xor+xnor	10	10
mux	8	8
layout make-up:
cell class / count / area, um^2 / share of cell area (%)
Multi-Input combinational cell: 97 / 641.9 / 35.90
Sequential cell: 28 / 606.8 / 33.94
Timing Repair Buffer: 38 / 335.3 / 18.75
Clock buffer: 7 / 96.34 / 5.388
Inverter: 3 / 11.26 / 0.6298
Tap cell: 77 / 96.34 / 5.388
Power and IR drop assume default switching activity.
