==> flow/design.v <==
module imp_clk_1hz (
    input wire CLK100MHZ,   
    input wire CPU_RESETN,
    output wire CA,
    CB,
    CC,
    CD,
    CE,
    CF,
    CG,
    DP,
    output wire [7:0] AN,
    output wire [1:0] LED,
    input wire [15:0] SW,
    input wire BTNC
);
  logic reset_n;
  logic clk;
  assign reset_n = CPU_RESETN;
  assign clk = CLK100MHZ;
  logic [6:0] Seg;
  logic [3:0] digits[0:7];
  logic [7:0] q1;
  logic result;
  counter_1hz  c1(
      .clk(clk),
      .rst_n(reset_n),
      .en(SW[0]),
      .q(q1)
      ,.clkOut(LED[0])
  );
  assign digits[2] = 4'b1111;
  assign digits[3] = 4'b1111;
  assign digits[4] = 4'b1111;
  assign digits[5] = 4'b1111;
  assign digits[6] = 4'b1111;
  assign digits[7] = 4'b1111;
assign LED[1] = SW[0];
  assign digits[0] = q1[3:0];
  assign digits[1] = q1[7:4];
  sev_seg_controller ssc (
      .clk(clk),
      .resetn(reset_n),
      .digits(digits),
      .Seg(Seg),
      .AN(AN)
  );
  assign {CG, CF, CE, CD, CC, CB, CA} = Seg;
  assign DP = 1'b1;   
endmodule
module counter_1hz (
    input clk,
    input rst_n,
    input en,
    output  [7:0]q,
    output clkOut
);
  modN_clk #(50_000_000) clk_1MH (
      .clk(clk),
      .en(en),
      .rst_n(rst_n),
      .clk_out(clkOut)
  );
  modN_counter #(256) slowed_counter (
      .clk(clkOut),
      .rst_n(rst_n),
      .en(en),
      .q(q)
  );
endmodule
module modN_clk #(
    parameter n = 100
) (
    input clk,
    input en,
    input rst_n,
    output logic clk_out
);
  localparam N = n;
  localparam width = $clog2(N);
  logic [width-1:0] count;
  modN_counter #(
      .n(N)
  ) q (
      .clk(clk),
      .rst_n(rst_n),
      .en(en),
      .q(count)
  );
  always @(posedge clk, negedge rst_n) begin
    if (~rst_n) begin
      clk_out <= 1'b0;
    end else begin
      if (count == 0) begin
        clk_out = ~clk_out;
      end
    end
  end
endmodule
module modN_counter #(
    parameter n = 100
) (
    clk,
    rst_n,
    en,
    q
);
  localparam N = n;
  localparam width = $clog2(N);
  input clk, rst_n, en;
  output logic [width-1:0] q;
  always @(posedge clk, negedge rst_n) begin
    if (~rst_n) q <= 0;
    else begin
      if (q == N) q <= 0;
      else if (en) q <= q + 1;
    end
  end
endmodule
module counter_n_bit#(
    parameter n
)(
    input logic clk,
    input logic resetn,
    input logic load,
    input logic en,
    input logic [n - 1: 0] load_data,
    output logic [n - 1: 0] count
);
    always_ff @(posedge clk) begin 
        if(~resetn) count <= 0;
        else begin 
            if(load) count <= load_data;
            else if(en) count <= count + 1;
        end
    end
endmodule : counter_n_bit
module decoder#(
    parameter n = 2
)(
    input logic [n-1:0]in,
    output logic [(1 << n) - 1: 0]out
);
    assign out = (1 << in);
endmodule : decoder
module sev_seg_controller #(
    parameter display_speed = 20
)(
    input logic clk,
    input logic resetn,
    input logic [3:0] digits [0:7],       
    output logic  [6:0] Seg,        
    output logic  [7:0] AN
);
    logic [display_speed - 1:0] count;
    seven_seg_decoder ssd(
        .bin(digits[count[display_speed - 1:display_speed - 3]]),
        .seg(Seg)
    );
    wire [7:0] decoder_out;
    decoder #(
        .n(3)
    ) decoder_inst (
        .in(count[display_speed - 1:display_speed - 3]),
        .out(decoder_out)
    );
    assign AN = ~decoder_out;
    counter_n_bit #(
        .n(display_speed)
    ) counter (
        .clk(clk),
        .resetn(resetn),
        .load(1'b0),
        .en(1'b1),
        .load_data(),
        .count(count)
    );
endmodule
module seven_seg_decoder(
    input  wire [3:0] bin,       
    output reg  [6:0] seg        
);
    assign seg[0] = ((~bin[1]&bin[0]&~bin[3]&~bin[2])|(~bin[1]&~bin[0]&~bin[3]&bin[2])|(~bin[1]&bin[0]&bin[3]&bin[2])|(bin[1]&bin[0]&bin[3]&~bin[2])); 
    assign seg[1] =((bin[1]&~bin[0]&bin[2])|(bin[1]&bin[3]&bin[0])|(~bin[0]&bin[3]&bin[2])|(~bin[1]&bin[0]&~bin[3]&bin[2])); 
    assign seg[2] =((bin[1]&bin[3]&bin[2])|(~bin[0]&bin[3]&bin[2])|(bin[1]&~bin[0]&~bin[3]&~bin[2])); 
    assign seg[3] =((bin[1]&bin[0]&bin[2])|(~bin[1]&bin[0]&~bin[3]&~bin[2])|(~bin[1]&~bin[0]&~bin[3]&bin[2])|(bin[1]&~bin[0]&bin[3]&~bin[2])); 
    assign seg[4] =((bin[0]&~bin[3])|(~bin[1]&~bin[3]&bin[2])|(~bin[1]&bin[0]&~bin[2])); 
    assign seg[5] =((bin[0]&~bin[3]&~bin[2])|(bin[1]&~bin[3]&~bin[2])|(bin[1]&bin[0]&~bin[3])|(~bin[1]&bin[0]&bin[3]&bin[2])); 
    assign seg[6] =((~bin[1]&~bin[3]&~bin[2])|(bin[1]&bin[0]&~bin[3]&bin[2])|(~bin[1]&~bin[0]&bin[3]&bin[2])); 
endmodule
==> flow/run.sh <==
#!/bin/bash
# OpenROAD 26Q1-2900-gdf79404cd8, Yosys 0.63+post, stock flow scripts
make -C /OpenROAD-flow-scripts/flow DESIGN_CONFIG=/design/flow/config.mk WORK_HOME=/design/flow/orfs finish
==> flow/config.mk <==
export PLATFORM = sky130hd
export DESIGN_NAME = imp_clk_1hz
export DESIGN_NICKNAME = imp_clk_1hz
export VERILOG_FILES = /design/flow/design.v
export SDC_FILE = /design/flow/constraint.sdc
export NUM_CORES = 4
export LEC_CHECK = 1
export CORE_UTILIZATION = 40
export SYNTH_HDL_FRONTEND = slang
==> flow/constraint.sdc <==
current_design imp_clk_1hz

set clk_period 3.6
set clk_io_pct 0.2

create_clock -name clk0 -period $clk_period [get_ports {CLK100MHZ}]

set non_clock_inputs [all_inputs -no_clocks]
set_input_delay [expr $clk_period * $clk_io_pct] -clock clk0 $non_clock_inputs
set_output_delay [expr $clk_period * $clk_io_pct] -clock clk0 [all_outputs]
==> impl_metrics.csv <==
group,metric,value,unit
status,outcome,"finished, final reports clean",
critical_path,reg2reg_slack,1.50,ns
cells_and_area,final_area,3290,um^2
timing,untimed_endpoints,8,
run,warnings,42,
hold_path,min_path_cells,1,
clock_network,cts_tree,"built",
yosys,async_flop_share,0.636,
placement,gp_congestion,0.867,
power,comb_power_share,0.116,
detailed_routing,routed_wl,5750,um
detailed_routing,vias,2324,
yosys,ys_top_cells_by_count,"dfrtp_1 (35), nor2_1 (26), nand2_1 (25), nand4_1 (24), dfxtp_1 (20)",
critical_path,critPathLaunchType,"register",
power,clockPowerShare,0.310,
yosys,netlist_instances,321,
cells_and_area,syn2layout_area_growth,11.3,%
global_route,grt_max_degree,38,
timing,finalCriticalPeriod,3.36,ns
timing,unclocked_regs,8,
global_route,grt_overflow_total,0,
clock_network,clk_path_buf_depth,2,
hold_path,hp-class,"register to register",
cells_and_area,drive_above_1_share,0.0836,
floorplan,pin_count,37,
critical_path,ff2ff_path_depth,6,
yosys,ys_cells,321,
detailed_routing,wire_per_inst,13.3,um
yosys,enable_flop_cells,0,
floorplan,core,6980,um^2
timing,fmax,0.298,GHz
yosys,synth_flops,55,
timing,finalClockSkew,0.0123,ns
critical_path,crit_arrival,2.64,ns
detailed_routing,ant_nets,0,
clock_network,hold_buffers,0,
clock_network,clock_latency,0.30,ns
power,leakagePower,1.22,nW
placement,io_buffers,19,
placement,dpl_cell_area,3200,um^2
yosys,largest_area_cell,"dfrtp_1",
yosys,ys_chip_area,2960,um^2
clock_network,postCtsSetupBuffers,0,
timing,setup_viol,0,
critical_path,path_max_fanout,16,
critical_path,critPathKind,"register to output port",
power,power_frac_seq,0.574,
detailed_routing,drt_iter0_drc,104,
cells_and_area,final-comb-area,1580,um^2
timing,worst_pin_slew,0.647,ns
run,cap_violations,0,
cells_and_area,regArea,1280,um^2
power,swShare,0.292,
global_route,grt_pass1_wl,10200,um
yosys,ys_seq_frac,0.432,
floorplan,placementRows,30,
global_route,antenna_found_initial,0,
power,power_density,328,nW/um^2
detailed_routing,drc,0,
yosys,synthTopCellsByArea,"dfrtp_1 (30%), dfxtp_1 (14%), nand4_1 (5.1%)",
floorplan,die_width,88.0,um
cells_and_area,nFillCells,656,
timing,min_period_over_period,0.933,
power,power.internal,0.000764,W
timing,slew_violations,0,
timing,fin_tns_setup,0,ns
yosys,most_common_cell,"dfrtp_1",
placement,dp_hpwl,3950,um
clock_network,numCtsBuffers,5,
detailed_routing,n_antenna_cell,0,
global_route,grt_pass1_vias,2079,
clock_network,htreeDepth,2,
yosys,yosysWarnings,0,
clock_network,root_buffer,"clkbuf_8",
floorplan,die_h,88.0,um
power,vdd_drop_max,0.305,mV
timing,hold_violations,0,
detailed_routing,firstDrtPassIters,4,
global_route,track_usage,0.168,
yosys,postSynthAreaPerCell,9.21,um^2
yosys,flop_cell,"dfrtp_1",
detailed_routing,viasPerCell,5.39,
clock_network,path_clk_slew,0.10,ns
yosys,synth.distinct_cells,51,
critical_path,worstPathRequired,2.88,ns
floorplan,fp_util,0.423,
timing,relSlewSlack,0.565,
clock_network,post_cts_resized,0,
timing,rsz0062_at_grt,"false",
yosys,netlist_area,2960,um^2
power,p_sw,0.000315,W
critical_path,critPathCaptureType,"output port",
yosys,top_area_frac,0.296,
floorplan,die_area,7740,um^2
## flip-flops by register name, summed over array words and instances (netlist names)
register / cells
c1.clk_1MH.q.q: 26
ssc.counter.count: 20
c1.slowed_counter.q: 8
c1.clk_1MH.clk_out: 1
## worst paths after layout
kind,from,to
hold / removal,ssc.counter.count[0],ssc.counter.count[0]
min in group asynchronous,CPU_RESETN,c1.clk_1MH.q.q[10]
max in group asynchronous,CPU_RESETN,c1.clk_1MH.q.q[24]
setup / recovery,ssc.counter.count[18],CF
hold reg to reg,ssc.counter.count[0],ssc.counter.count[0]
setup reg to reg,c1.clk_1MH.q.q[0],c1.clk_1MH.q.q[1]
## layer usage
layer  up-vias  track usage  share of wire
met5         -            0              0
met4         0       0.0149         0.0084
met3         4       0.0210          0.035
met2        43        0.242           0.43
met1      1076        0.291           0.53
li1       1201            -              -
## placed cells by master, fill, tap and decap left out, types with 5 or more instances in the layout
cell             count
dfrtp_1             35
nor2_1              26
nand2_1             25
nand4_1             24
nand3_1             19
dfxtp_1             19
clkdlybuf4s50_1     18
xnor2_1             17
xor2_1              17
o21ai_0             13
a21oi_1             12
or3_1               11
nor4_1              10
or4_1                7
inv_1                6
and3_1               6
mux2i_1              5
o31ai_1              5
clkbuf_8             5
## power groups by stage
stage	Sequential [W]	Clock [W]	Combinational [W]
4_1_cts	0.000619	0.000345	0.000127
5_1_grt	0.000627	0.000362	0.000147
6_report	0.000619	0.000335	0.000125
## critical path, cell delays in order, from the launching register on
cell and delay, ns:
dfxtp_1 0.44, or4b_2 0.71, and2_1 0.29, maj3_2 0.33, o21ai_1 0.12, clkdlybuf4s50_1 0.47
## metrics by stage
stage,setup WS (ns),hold WS [ns],instances,total power (W),util
finish,0.242,0.478,431,0.00108,0.471
CTS,0.112,0.484,431,0.00109,0.471
global route,0.0635,0.507,431,0.00114,0.471
floorplan,1.21,0.424,321,0.000712,-
detailed placement,0.444,0.467,423,0.000757,0.458
global placement,0.494,0.447,423,0.000752,0.458
## cell type report
cell class,count,share of cell area
timing repair buffer,21,0.0608
tap,96,0.0365
inverter,7,0.00798
sequential,55,0.388
clock buffer,5,0.0209
multi-input combinational,244,0.479
clock inverter,3,0.00646
## cells by family (layout without fill, tap and decap cells)
| logic type | after synthesis | count (layout) | share of synthesized area |
|---|---|---|---|
| DFF | 55 | 55 | 0.432 |
| adders and majority gates | 5 | 5 | 0.0207 |
| other | 1 | 1 | 0.00127 |
| muxes | 6 | 6 | 0.0207 |
| buffers and inverters | 22 | 36 | 0.0347 |
| and+or+nand+nor | 156 | 156 | 0.298 |
| xor gates and xnor gates | 35 | 35 | 0.106 |
| AOI/OAI and AO/OA | 41 | 41 | 0.0859 |
Power figures rest on the tool's default switching activity, not on a simulated workload.
